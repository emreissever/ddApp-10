**design/flow/config.mk**
```make
export PLATFORM = sky130hd
export DESIGN_NAME = UltrasonicController
export DESIGN_NICKNAME = UltrasonicController
export VERILOG_FILES = /design/flow/design.v
export SDC_FILE = /design/flow/constraint.sdc
export NUM_CORES = 4
export LEC_CHECK = 1
export CORE_UTILIZATION = 50
```
**design/flow/constraint.sdc**
```tcl
current_design UltrasonicController

set clk_period 5.7
set clk_io_pct 0.2

create_clock -name clk0 -period $clk_period [get_ports {clk}]

set non_clock_inputs [all_inputs -no_clocks]
set_input_delay [expr $clk_period * $clk_io_pct] -clock clk0 $non_clock_inputs
set_output_delay [expr $clk_period * $clk_io_pct] -clock clk0 [all_outputs]
```
**design/flow/design.v**
```verilog
`timescale 1ns / 1ps
module UltrasonicController
(
    input clk, 
    output reg us_trig_pin,
    input  us_echo_pin,
    output reg [6:0]  seg,
    output reg [3:0]  an,
    output reg [11:0] led 
);
reg echo ;
reg trigger ;
reg [31:0] trig_counter = 0; 
reg [31:0] timer_counter = 0; 
reg [11:0] i = 0 ; 
reg [11:0] i_temp = 0;
reg [11:0] i_bcd ;
reg [16:0] anot_counter = 0; 
reg [1:0]  anot_indicator ; 
always @(posedge clk) begin
    anot_counter <= anot_counter + 1;
    case (anot_counter[16:15])
        2'b00 : an <= 4'b1110;
        2'b01 : an <= 4'b1101;
        2'b10 : an <= 4'b1011;
        default : an <= 4'b0111;
    endcase
    echo <= us_echo_pin;
    if (trig_counter == 6000000) begin  
        trig_counter <= 0;
    end
    else begin
        trig_counter <= trig_counter + 1; 
    end
    if(trig_counter < 1000) begin  
        us_trig_pin <= 1;
    end
    else begin
        us_trig_pin <= 0;
    end
    if(us_echo_pin == 1) begin
        if (timer_counter == 5882) begin
            timer_counter <= 0; 
            i <= i + 1; 
            i_temp <= i;
        end
        else begin
            timer_counter <= timer_counter + 1;
        end 
    end
    if(us_echo_pin == 0) begin
        i <= 0 ; 
    end
    if      (i_temp < 5)  led <= 12'b000000000001; 
    else if (i_temp < 10) led <= 12'b000000000011;
    else if (i_temp < 15) led <= 12'b000000000111;
    else if (i_temp < 20) led <= 12'b000000001111;
    else if (i_temp < 25) led <= 12'b000000011111;
    else if (i_temp < 30) led <= 12'b000000111111;
    else if (i_temp < 35) led <= 12'b000001111111;
    else if (i_temp < 40) led <= 12'b000011111111;
    else if (i_temp < 45) led <= 12'b000111111111;
    else if (i_temp < 50) led <= 12'b001111111111;
    else if (i_temp < 55) led <= 12'b011111111111;
    else                  led <= 12'b111111111111;
    if (i_temp < 10)       i_bcd <= i_temp; 
    else if (i_temp < 20)  i_bcd <= i_temp;
    else if (i_temp < 30)  i_bcd <= i_temp;
    else if (i_temp < 40)  i_bcd <= i_temp;
    else if (i_temp < 50)  i_bcd <= i_temp;
    else if (i_temp < 60)  i_bcd <= i_temp;
    else if (i_temp < 70)  i_bcd <= i_temp;
    else if (i_temp < 80)  i_bcd <= i_temp;
    else if (i_temp < 90)  i_bcd <= i_temp;
    else if (i_temp < 100) i_bcd <= i_temp;
    else                   i_bcd <= 12'b100010001000;
    if (an == 4'b1110) begin
        case(i_bcd[3:0])
            4'b0000 : seg <= 7'b1000000;
            4'b0001 : seg <= 7'b1111001;
            4'b0010 : seg <= 7'b0100100;
            4'b0011 : seg <= 7'b0110000;
            4'b0100 : seg <= 7'b0011001;
            4'b0101 : seg <= 7'b0010010;
            4'b0110 : seg <= 7'b0000010;
            4'b0111 : seg <= 7'b1111000;
            4'b1000 : seg <= 7'b0000000;
            default : seg <= 7'b0010000;
        endcase
    end
    if (an == 4'b1101) begin
        case(i_bcd[7:4])
            4'b0000 : seg <= 7'b1000000;
            4'b0001 : seg <= 7'b1111001;
            4'b0010 : seg <= 7'b0100100;
            4'b0011 : seg <= 7'b0110000;
            4'b0100 : seg <= 7'b0011001;
            4'b0101 : seg <= 7'b0010010;
            4'b0110 : seg <= 7'b0000010;
            4'b0111 : seg <= 7'b1111000;
            4'b1000 : seg <= 7'b0000000;
            default : seg <= 7'b0010000;
        endcase
    end
    if (an == 4'b1011) begin
        case(i_bcd[11:8])
            4'b0000 : seg <= 7'b1000000;
            4'b0001 : seg <= 7'b1111001;
            4'b0010 : seg <= 7'b0100100;
            4'b0011 : seg <= 7'b0110000;
            4'b0100 : seg <= 7'b0011001;
            4'b0101 : seg <= 7'b0010010;
            4'b0110 : seg <= 7'b0000010;
            4'b0111 : seg <= 7'b1111000;
            4'b1000 : seg <= 7'b0000000;
            default : seg <= 7'b0010000;
        endcase
    end
    if (an == 4'b0111) begin
        seg <= 7'b1111111;
    end
end
endmodule
```
**design/flow/run.sh**
```bash
#!/bin/bash
# OpenROAD 26Q1-2900-gdf79404cd8, Yosys 0.63+post, stock flow scripts
make -C /OpenROAD-flow-scripts/flow DESIGN_CONFIG=/design/flow/config.mk WORK_HOME=/design/flow/orfs finish
```
==> qor.log <==
qor: status.run_status completed
qor: sta.grt_setup_unrepaired no
qor: synthesis.yosys.area_share.xor_xnor 8.99%
qor: cells_and_area.drive_above_1_share 7.40%
qor: cts.clockRootBuffer sky130_fd_sc_hd__clkbuf_16
qor: floorplanning.die_height 116 um
qor: place.dpl_wire_length 7.72 mm
qor: cts.tritoncts_clock_tree done
qor: setup_path.register_to_register_setup_slack 3.41 ns
qor: synthesis.postSynthAreaPerCell 10.1 um2
qor: job.cap_violations 0
qor: setup_path.worst_r2r_path_depth 6
qor: cts.cts-buffers-inserted 17
qor: detailed_routing.vias 4663
qor: floorplanning.initial_utilization 51.5%
qor: grt.grt_util_all_layers 18.7%
qor: cts.htree_levels 4
qor: detailed_routing.route.antenna.remaining_nets 0
qor: detailed_routing.detail_route.drc_violations 0
qor: synthesis.ffs_w_async_s_r_synth 0%
qor: synthesis.ys_ff 149
qor: synthesis.complex_gate_fraction_of_the_synthesized_area 8.87%
qor: cts.cts_resized 0
qor: sta.timing.final.crit_period 2.86 ns
qor: sta.max_clock_freq 350 MHz
qor: detailed_routing.drt_pass1_iterations 4
qor: setup_path.end_kind output pin
qor: synthesis.postSynthCellCount 644
qor: grt.antenna_found_initial 0
qor: detailed_routing.drt-initial-drc-count 329
qor: detailed_routing.post_drt_via_cell_ratio 5.42
qor: cells_and_area.multi_input_comb_area 2950 um2
qor: sta.slew-limit-headroom 40.7%
qor: cts.clkTransAtPathRegs 0.06 ns
qor: sta.finalSetupViolCount 0
qor: sta.setup_tns 0 ns
qor: setup_path.worst-setup-path-type reg2out
qor: synthesis.yosys-mux-area-fraction 1.40%
qor: synthesis.synth_simple_gate_area_share 22.5%
qor: synthesis.synth_sequential_area_ratio 52.4%
qor: grt.largest_net_degree_at_the_start_of_global_routing 48
qor: place.io_buffer_count 24
qor: sta.finalHoldViolCount 0
qor: setup_path.timing.critical_path.to an[2]
qor: setup_path.r2r-start i_temp[2]
qor: pwr.max-vdd-ir-drop 0.242 mV
qor: sta.fin_crit_sh 50.1%
qor: setup_path.path_buffers 1
qor: floorplanning.die_area 13500 um2
qor: grt.grt_pass1_wl 19.3 mm
qor: synthesis.synth.comb.largest_family simple AND/OR/NAND/NOR gates
qor: sta.timing_worst_slew_pin_value 0.883 ns
qor: job.log.warning_count 31
qor: setup_path.cp-startpoint an[2]
qor: cts.clk_latency 0.41 ns
qor: floorplanning.floorplan_core_area 12700 um2
qor: synthesis.edf_count 44
qor: synthesis.synth_stat.cells 644
qor: cells_and_area.area_growth 15.6%
qor: synthesis.yosys.cell_types.count 54
qor: cts.cts_hold_buffers 0
qor: synthesis.synth-warning-count 1
qor: detailed_routing.routedWlPerCell 13.3 um
qor: setup_path.timing.critical_path.max_delay_family flip-flops
qor: floorplanning.floorplan.io_pins 26
qor: pwr.leakage_power_total 2.76 nW
qor: cells_and_area.layout_top_cell_excl_fill_tap sky130_fd_sc_hd__dfxtp_1
qor: cells_and_area.most-common-layout-cells sky130_fd_sc_hd__dfxtp_1 (105), sky130_fd_sc_hd__nor2_1 (54), sky130_fd_sc_hd__xnor2_1 (46)
qor: setup_path.cp_num_cells 1
qor: place.cell_count_after_placement 829
qor: setup_path.timing.critical_path.fanout_max 21
qor: floorplanning.floorplan.rows 41
qor: grt.gr-total-overflow 0
qor: cells_and_area.layout.area.seq 3420 um2
qor: sta.drv_slew 0
qor: cts.tritoncts_num_sinks 149
qor: cts.post_cts_setup_repair_buffer_count 0
qor: cts.clk_path_buf_depth 2
qor: setup_path.cell_by_cell_trace_of_the_critical_path clkdlybuf4s50_1
qor: synthesis.adder_share 2.88%
qor: cells_and_area.final_cell_count_no_fill 861
qor: setup_path.timing.critical_path.slowest_stage_cell sky130_fd_sc_hd__dfxtp_1
qor: place.place_congestion 0.849
qor: synthesis.synth_top_flop_cell sky130_fd_sc_hd__dfxtp_1
qor: setup_path.critical_path_required 4.56 ns
qor: detailed_routing.num_antenna_cells 0
qor: synthesis.ys_chip_area 6530 um2
qor: detailed_routing.route.final.wire_length 11.5 mm
qor: setup_path.worstSetupStartpointType flip-flop
qor: grt.first_global_vias 4106
qor: floorplanning.chipWidth 116 um
qor: pwr.power_per_cell_area 299 nW/um2
qor: setup_path.max_stage_delay 0.73 ns
qor: min_path.timing.hold.worst.class reg2reg
qor: setup_path.cp_data_arrival_time 1.72 ns
qor: synthesis.syn-cell-area 6530 um2
qor: sta.worst_clock_skew 0.00706 ns
qor: cells_and_area.layout.filler_cells 1086
worst min-delay path by stage:
stage | startpoint | endpoint | cells past startpoint
4_1_cts | anot_counter[0] | anot_counter[0] | 1
5_1_grt | anot_counter[0] | anot_counter[0] | 1
6_report | anot_counter[0] | anot_counter[0] | 1
logic make-up (layout without fill, tap and decap cells):
| kind of cell | Yosys count | count (layout) |
|---|---|---|
| flops | 149 | 149 |
| mux | 9 | 9 |
| fa+ha+maj | 15 | 15 |
| xor+xnor | 67 | 67 |
| compound gates | 86 | 86 |
| simple gates | 269 | 269 |
| other cells | 2 | 9 |
| buf+inv | 47 | 85 |
cell usage after synthesis (2+ instances only):
master                     instances  area share (%)
sky130_fd_sc_hd__nor4_1           17             1.6
sky130_fd_sc_hd__or2_2             3            0.29
sky130_fd_sc_hd__xor2_1           21             2.8
sky130_fd_sc_hd__a31oi_1           3            0.29
sky130_fd_sc_hd__a21oi_1          17             1.3
sky130_fd_sc_hd__a221o_1           6            0.92
sky130_fd_sc_hd__a22oi_1           7            0.81
sky130_fd_sc_hd__edfxtp_1         44              20
sky130_fd_sc_hd__dfxtp_1         105              32
sky130_fd_sc_hd__a21o_1            7            0.81
sky130_fd_sc_hd__nand2_1          44             2.5
sky130_fd_sc_hd__nand2b_1          9            0.86
sky130_fd_sc_hd__nand3_1          33             2.5
sky130_fd_sc_hd__xnor2_1          46             6.2
sky130_fd_sc_hd__nor2_1           54             3.1
sky130_fd_sc_hd__or4_1             8            0.92
sky130_fd_sc_hd__or3_1             6            0.58
sky130_fd_sc_hd__buf_2             4            0.31
sky130_fd_sc_hd__nand4_1          36             3.5
sky130_fd_sc_hd__and3_1           10            0.96
sky130_fd_sc_hd__o211ai_1          2            0.23
sky130_fd_sc_hd__mux2i_1           8             1.2
sky130_fd_sc_hd__clkbuf_1         18             1.0
sky130_fd_sc_hd__buf_1             2            0.12
sky130_fd_sc_hd__o21ai_0          21             1.6
sky130_fd_sc_hd__inv_1            22             1.3
sky130_fd_sc_hd__conb_1            2            0.12
sky130_fd_sc_hd__o31ai_1           6            0.69
sky130_fd_sc_hd__o21a_1            4            0.46
sky130_fd_sc_hd__a22o_1            6            0.81
sky130_fd_sc_hd__nor4_2            4            0.77
sky130_fd_sc_hd__nor2b_1           4            0.38
sky130_fd_sc_hd__and2_1            8            0.77
sky130_fd_sc_hd__nor3_1           15             1.2
sky130_fd_sc_hd__and4_1            9             1.2
sky130_fd_sc_hd__ha_1             15             2.9
through the flow:
step                      area (um2)  util (%)  hold WS [ns]  total power, mW  setup WS (ns)
after detailed placement        6950      54.9         0.377             1.19           3.06
after floorplan                 6550         -         0.365             1.17           2.85
final                           7540      59.5         0.387             2.26           2.84
after global placement          6950      54.9         0.374             1.18           3.08
after CTS                       7540      59.5         0.392             2.28           2.84
after global routing            7540      59.5         0.403             2.33           2.75
power by group:
group	leakage [nW]	total [mW]	internal, mW	switching (mW)
combinational	1.19	0.0354	0.0160	0.0194
clock	0.294	1.09	0.689	0.402
sequential	1.27	1.13	1.11	0.0189
total	2.76	2.26	1.81	0.441
area by class of cell:
cell class                 instances  area share (%)
clock buffer                      24            6.52
timing repair buffer              31            3.81
clock inverter                     8            1.29
inverter                          22            1.09
tap                              172            2.85
multi-input combinational        455            39.0
sequential                       149            45.4
layer usage:
metal / part of all wire (%) / up-vias / track usage (%)
met5: 0 / - / 0
met4: 1.0 / 0 / 2.22
met3: 3.8 / 10 / 3.75
met2: 44 / 76 / 27.2
met1: 51 / 2176 / 31.5
li1: - / 2401 / -
Power figures rest on the tool's default switching activity, not on a simulated workload.
