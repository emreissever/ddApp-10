**./run.sh**
```bash
#!/bin/bash
# OpenROAD 26Q1-2900-gdf79404cd8, Yosys 0.63+post, stock flow scripts
make -C /OpenROAD-flow-scripts/flow DESIGN_CONFIG=/design/flow/config.mk WORK_HOME=/design/flow/orfs finish
```
**./config.mk**
```make
export PLATFORM = sky130hd
export DESIGN_NAME = LCDController
export DESIGN_NICKNAME = LCDController
export VERILOG_FILES = /design/flow/design.v
export SDC_FILE = /design/flow/constraint.sdc
export NUM_CORES = 4
export LEC_CHECK = 1
export CORE_UTILIZATION = 30
```
**./constraint.sdc**
```tcl
current_design LCDController

set clk_period 3.1
set clk_io_pct 0.2

create_clock -name clk0 -period $clk_period [get_ports {clk}]

set non_clock_inputs [all_inputs -no_clocks]
set_input_delay [expr $clk_period * $clk_io_pct] -clock clk0 $non_clock_inputs
set_output_delay [expr $clk_period * $clk_io_pct] -clock clk0 [all_outputs]
```
**./design.v**
```verilog
module LCDController
  (
    input           clk,
    output [3:0]    o_lcd_db,
    output          o_lcd_e,
    output          o_lcd_rs,
    output          o_lcd_rw
  );
    parameter 
    clock           =       100000000,
    ms_15           =       1500000,  
    us_50           =       5000,     
    ms_2            =       200000;   
  localparam [4:0]
             idle    =   5'b00000,
             step_01 =   5'b00001,
             step_02 =   5'b00010,
             step_03 =   5'b00011,
             step_04 =   5'b00100,
             step_05 =   5'b00101,
             step_06 =   5'b00110,
             step_07 =   5'b00111,
             step_08 =   5'b01000,
             step_09 =   5'b01001,
             step_10 =   5'b01010,
             step_11 =   5'b01011,
             step_12 =   5'b01100,
             step_13 =   5'b01101,
             step_14 =   5'b01110,
             step_15 =   5'b01111,
             step_16 =   5'b10000,
             step_17 =   5'b10001,
             step_18 =   5'b10010,
             step_19 =   5'b10011,
             step_20 =   5'b10100,
             step_21 =   5'b10101,
             step_22 =   5'b10110,
             step_23 =   5'b10111,
             step_24 =   5'b11000,
             step_25 =   5'b11001,
             step_26 =   5'b11010,
             step_27 =   5'b11011,
             step_28 =   5'b11100,
             step_29 =   5'b11101,
             step_30 =   5'b11110;
    reg [3:0]   cols=0;
    reg [4:0]   state=idle;
    reg [23:0]  counter=0;
    reg [6:0]   lcd_state=0;
    reg [7:0]   message [0:12];
    initial begin
        message[0] = 8'h46;   
        message[1] = 8'h50;   
        message[2] = 8'h47;   
        message[3] = 8'h41;   
        message[4] = 8'h20;   
        message[5] = 8'h64;   
        message[6] = 8'h64;   
        message[7] = 8'h41;   
        message[8] = 8'h70;   
        message[9] = 8'h70;   
        message[10] = 8'h2d;  
        message[11] = 8'h31;  
        message[12] = 8'h30;  
    end
    assign o_lcd_db = lcd_state[3:0];
    assign o_lcd_e  = lcd_state[6];
    assign o_lcd_rs = lcd_state[5];
    assign o_lcd_rw = lcd_state[4];
  always @(posedge clk)
  begin
    counter<=counter+1;
    case (state)
    idle:
    begin
      if(counter==ms_15*2)
      begin
        counter<=0;
        state<=step_02;
      end
    end
    step_01:
      begin
        lcd_state <= 7'b1000010;
        if(counter==ms_2*2)
        begin
          counter<=0;
          state<=step_02;
        end
      end
    step_02:
      begin
        lcd_state <= 7'b0000010;
        if(counter==ms_2*2)
        begin
          counter<=0;
          state<=step_03;
        end
      end
    step_03: 
      begin
        lcd_state <= 7'b1001100;
        if(counter==us_50)
        begin
          counter<=0;
          state<=step_04;
        end
      end
    step_04:
      begin
        lcd_state <= 7'b0001100;
        if(counter==us_50)
        begin
          counter<=0;
          state<=step_05;
        end
      end
  step_05:
    begin
      lcd_state <= 7'b1001000;
      if(counter==us_50)
      begin
        counter<=0;
        state<=step_06;
      end
    end
  step_06:
      begin
        lcd_state <= 7'b0000010;
        if(counter==us_50)
        begin
          counter<=0;
          state<=step_07;
        end
      end
    step_07:
      begin
        lcd_state <= 7'b1000000;
        if(counter==us_50)
        begin
          counter<=0;
          state<=step_08;
        end
      end
    step_08:
      begin
        lcd_state <= 7'b0000000;
        if(counter==us_50)
        begin
          counter<=0;
          state<=step_09;
        end
      end
    step_09:
      begin
        lcd_state <= 7'b1001100;
        if(counter==us_50)
        begin
          counter<=0;
          state<=step_10;
        end
      end
    step_10:
      begin
        lcd_state <= 7'b0001100;
        if(counter==us_50)
        begin
          counter<=0;
          state<=step_11;
        end
      end
    step_11:
      begin
        lcd_state <= 7'b1000000;
        if(counter==us_50)
        begin
          counter<=0;
          state<=step_12;
        end
      end
    step_12:
      begin
        lcd_state <= 7'b0000000;
        if(counter==us_50)
        begin
          counter<=0;
          state<=step_13;
        end
      end
    step_13:
      begin
        lcd_state <= 7'b1000001;
        if(counter==ms_2)
        begin
          counter<=0;
          state<=step_14;
        end
      end
    step_14:
      begin
        lcd_state <= 7'b0000001;
        if(counter==ms_2)
        begin
          counter<=0;
          state<=step_15;
        end
      end
    step_15:
      begin
        lcd_state <= 7'b1000000;
        if(counter==us_50)
        begin
          counter<=0;
          state<=step_16;
        end
      end
    step_16:
      begin
        lcd_state <= 7'b0000000;
        if(counter==us_50)
        begin
          counter<=0;
          state<=step_17;
        end
      end
    step_17:
      begin
        lcd_state <= 7'b1000110;
        if(counter==us_50)
        begin
          counter<=0;
          state<=step_18;
        end
      end
    step_18:
      begin
        lcd_state <= 7'b0000110;
        if(counter==us_50)
        begin
          counter<=0;
          state<=step_19;
        end
      end
    step_19:
      begin
        lcd_state <= {3'b110,message[cols][7:4]};
        if(counter==us_50)
        begin
          counter<=0;
          state<=step_20;
        end
      end
    step_20:
      begin
        lcd_state <= {3'b010,message[cols][7:4]};
        if(counter==us_50)
        begin
          counter<=0;
          state<=step_21;
        end
      end
    step_21:
      begin
        lcd_state <= {3'b110,message[cols][3:0]};
        if(counter==us_50)
        begin
          counter<=0;
          state<=step_22;
        end
      end
    step_22:
      begin
        lcd_state <= {3'b010,message[cols][3:0]};
        if(counter==us_50)
        begin
          counter<=0;
          state<=step_23;
        end
      end
    step_23:
      begin
        if(cols==4)begin
          lcd_state<=7'b1001100;
          if(counter==us_50) begin
            state<=step_24;
          end
        end else begin
            state<=step_27;
        end
      end
    step_24:
      begin
        lcd_state <= 7'b0001100;
        if(counter==us_50)
        begin
          counter<=0;
          state<=step_25;
        end
      end
    step_25:
      begin
        lcd_state <= 7'b1000000;
        if(counter==us_50)
        begin
          counter<=0;
          state<=step_26;
        end
      end
    step_26:
      begin
        lcd_state <= 7'b0000000;
        if(counter==us_50)
        begin
          counter<=0;
          state<=step_27;
        end
      end
    step_27:
      begin
        if(cols<12) begin
          cols<=cols+1;
          state<=step_19;
          counter<=0;
        end else begin
          if(cols>14)
          begin
            cols<=0;
          end
          state<=step_27;
          counter<=0;
        end
      end
    endcase
  end
endmodule
```
==> CHANGELOG.md <==
## Implementation

* Clock buffer depth at 2
* Gr usage total at 12.55%
* # clock sinks at 39
* Period utilisation layout at 79.24%
* F_max at 0.4071 GHz
* Fin crit period at 2.456 ns
* Clk_skew at 0.01166 ns
* Top-count cell post-synth: a21oi_1
* Worst r2r path cells at 7
* Final instance area at between 0.002 and 0.003 mm^2
* Synth top cells by count: a21oi_1, dfxtp_1, nor2_1
* WL per Instance at 13.15 um
* CTS Root Cell: clkbuf_8
* Routed vias at ~2100
* Tot Pwr at 0.0009347 W
* Final setup fails at 0
* Vias in the first global route at 1868
* Main flop type: dfxtp_1
* RSZ-0062 raised after global routing: false
* Post-synth regs at 39
* Fill count at 843
* Chip area at 0.008941 mm^2
* CP Capture Type: flip-flop
* Origin of the worst setup path: counter[0]
* Register share after synthesis at between 30 and 40%
* CTS clock-pin slew for the worst setup and hold paths at approximately 0.090 ns
* EDFF count, synth at 15
* Hpwl dp at 3564 um
* Reg2reg start: counter[0]
* CP Launch Type: flip-flop
* Asr flop ratio synth at 0%
* Chip width at 94.56 um
* Logic cell area at 0.001475 mm^2
* DP Worst Slack at 0.6547 ns
* Post-synthesis area per instance at 8.682 um^2
* Antenna-violating nets left at 0
* Arrival time at the worst endpoint at approximately 2.6 ns
* YS chip area at 0.002570 mm^2
* Reg2Reg Setup Slack at 0.64 ns
* Share of layout cells above drive strength 1 at 8.874%
* CTS tree: yes
* Crit path to: counter[1]
* Top cells, area: dfxtp_1, edfxtp_1, xnor2_1
* Port bufs at 6
* Grt ovf at 0
* Vias/cell at 5.224
* Status: finished clean
* First-pass GRT wire length at 8935 um
* Hold_sp: counter[0]
* Slew of the pin with the lowest slew margin at 0.7248 ns
* Core ar. at approximately 0.0083 mm^2
* PD cells at 336.6 mW/mm^2
* WS Path Type: reg2reg
* CTS buffer count at 5
* Die height at 94.56 um
* # rows at 33
* Initial antenna violation count at 0
* Drt pass-1 iters at 4
* Initial drt markers at 133
* Post-synthesis cell count at 296
* Capture point of the worst reg-to-reg path: counter[1]
* Final setup TNS at 0 ns
* DRC at 0
* Hold Path Class: reg2reg
* Depth of the CTS H-tree at 2
* Final core occ at 33.62%
* Worst-path fanout max at 24
* Synthesis-to-layout area growth at 8.033%
* Number of warnings issued by yosys at 1
* Postcts setup bufs at 0
* Total wire length at ~5200 um
* CTS Hold Bufs at 0
* Tool warnings at 31
* Combined area of all synthesized cells at 0.002570 mm^2
* Ant. Diodes at 0
* Cell Area, Placed at between 0.002 and 0.003 mm^2
* Crit-path cells: inv_1 > ha_1 > or3b_2 > nor4b_4 > a22oi_1 > a21oi_4 > a21boi_0
* Max Transition Viols Final at 0
* Post-synth top area cell: dfxtp_1
* Io pins at 8
* Fp_density at 31.12%
* Final Hold Fails at 0
* Routability cong. at 0.8319
* WP data required at 3.26 ns
* Largest net degree at the start of global routing at 25
* Clock latency (worst-skew pair) at 0.30 ns
* Post-synthesis cell count from yosys at between 200 and 300
* Worst slew margin at about half
* Netlist cell types at 58
* Max-Cap Viols at 0
* Register Area at 930.9 um^2
* CP max stage delay at 0.63 ns
* Final WS setup at 0.6437 ns
* CP max stage cell: a21oi_4
* Top cell area share at a little under a fifth
* Resize count post-CTS at 0
* Static leakage at 0.8475 nW
* Peak supply drop at 0.1477 mV
-- per-layer routing --
layer | GRT usage [%] | part of all wire [%]
met5 | 0 | 0
met4 | 1.389 | 0.36
met3 | 1.961 | 5.4
met2 | 18.96 | 45
met1 | 19.81 | 49
-- area by class of cell --
class | instances | share of cell area (%)
Multi-Input combinational cell | 223 | 53.13
Tap cell | 105 | 4.732
Sequential cell | 39 | 33.53
Clock inverter | 2 | 0.6309
Timing Repair Buffer | 7 | 2.434
Clock buffer | 6 | 3.380
Inverter | 16 | 2.163
-- cells in the final DEF (no fill, tap or decap), types with 5 or more instances in the layout --
master | synthesis | final
nand3_1 | 15 | 15
nor4_1 | 5 | 5
o21ai_0 | 14 | 14
nor2_1 | 24 | 24
inv_1 | 15 | 15
nor3_1 | 9 | 9
ha_1 | 9 | 9
clkdlybuf4s50_1 | 0 | 6
xnor2_1 | 21 | 21
edfxtp_1 | 15 | 15
dfxtp_1 | 24 | 24
nand2_1 | 22 | 22
xor2_1 | 5 | 5
a21oi_1 | 29 | 29
clkbuf_8 | 0 | 5
-- flip-flops by register name (all words and copies together), names as in the netlist --
name,cells
state,5
lcd_state,6
cols,4
counter,24
-- stage by stage --
step / std cells / hold slack [ns]
3_3_place_gp: 390 / 0.4685
4_1_cts: 398 / 0.5019
2_1_floorplan: 296 / 0.4526
6_report: 398 / 0.5004
3_5_place_dp: 390 / 0.4886
5_1_grt: 398 / 0.5671
-- power breakdown --
| group | switching [W] | internal (W) | total, W |
|---|---|---|---|
| Clock | 0.000196 | 0.000212 | 0.000407 |
| Combinational | 0.0000000132 | 0 | 0.0000000137 |
| Sequential | 0 | 0.000527 | 0.000527 |
-- worst min path at each step --
stage                        end  slack (ns)  depth (start not counted)
final                 counter[0]        0.50                          1
after global routing  counter[0]        0.57                          1
after CTS             counter[0]        0.50                          1
-- cells by family (layout without fill, tap and decap cells) --
kind of cell / after synthesis / in the layout / synth area share, %
AND/OR/NAND/NOR: 113 / 113 / 25.07
AND-OR/OR-AND: 72 / 72 / 18.11
flip-flops: 39 / 39 / 36.22
buffers and inverters: 34 / 31 / 6.378
XOR/XNOR: 26 / 26 / 8.861
adder cells (fa/ha/maj): 10 / 10 / 4.771
other: 1 / 1 / 0.1459
multiplexers: 1 / 1 / 0.4381
-- critical path: cells and delay by family, from the launching register on --
family	cells	cell delay [ns]
simple gates	2	0.77
compound gates	3	1.00
fa+ha+maj	1	0.12
flops	1	0.35
buf+inv	1	0.07
Power figures rest on the tool's default switching activity, not on a simulated workload.
